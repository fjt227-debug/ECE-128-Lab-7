<file path="flow/config.mk">
export PLATFORM = sky130hd
export DESIGN_NAME = UpCounter5
export DESIGN_NICKNAME = UpCounter5
export VERILOG_FILES = /design/flow/design.v
export SDC_FILE = /design/flow/constraint.sdc
export NUM_CORES = 4
export LEC_CHECK = 1
export CORE_UTILIZATION = 30
</file>
<file path="flow/constraint.sdc">
current_design UpCounter5

set clk_period 7.4
set clk_io_pct 0.2

create_clock -name clk0 -period $clk_period [get_ports {clk}]

set non_clock_inputs [all_inputs -no_clocks]
set_input_delay [expr $clk_period * $clk_io_pct] -clock clk0 $non_clock_inputs
set_output_delay [expr $clk_period * $clk_io_pct] -clock clk0 [all_outputs]
</file>
<file path="flow/design.v">
module TopModule5(mclk, seg, an);
input mclk;
output wire [6:0] seg;
output wire [3:0] an;
reg [15:0] stat_bcd = 16'd0;
wire en;
wire [11:0] bin_d_in;
wire [15:0] bcd_d_out;
wire rdy;
wire clock_out;
clockDivider5 uut1(.clock_in(mclk), .clock_out(clock_out));
UpCounter5 uut2(.clk(clock_out),.done(en), .bin_cnt(bin_d_in));
Bin12to16BCD uut3(.clk(clock_out), .en(en), .bin_d_in(bin_d_in), .bcd_d_out(bcd_d_out), .rdy(rdy)) ;
multisegDriver uut4(.clk(clock_out), .bcd_in(stat_bcd), .seg_anode(an),.seg_cathode(seg));
always @(posedge mclk)
    begin
        if(rdy)
            begin 
                stat_bcd <= bcd_d_out;
            end
    end
endmodule
module clockDivider5(clock_in, clock_out);
input clock_in;
output reg clock_out = 0;
reg[1:0] counter = 2'd0;
always @(posedge clock_in)
    begin
    counter <= counter + 1;
    if(counter == 2'b01)  
        begin
            clock_out <= ~clock_out;
            counter <=0;
        end
    end
endmodule
module UpCounter5(clk, done, bin_cnt);
input clk;
output done;
output [11:0] bin_cnt;
parameter c_reg_size = 34;
reg [c_reg_size - 1:0] count = 0;
reg fin = 0;
reg old_b = 0;
always @(posedge clk)
    begin
        count <= count + 1;
        if((old_b && !count[c_reg_size-12]) || (!old_b && count[c_reg_size-12]))
            begin
                fin <=1;
            end
        else
            begin
                fin <= 0;
            end
        old_b <= count[c_reg_size - 12];
    end
assign bin_cnt = count[(c_reg_size - 1):(c_reg_size - 12)];
assign done = fin; 
endmodule
module Bin12to16BCD(clk, en, bin_d_in, bcd_d_out, rdy);
input clk;
input en;
input [11:0] bin_d_in;
output [15:0] bcd_d_out;
output rdy;
parameter IDLE = 3'b000;
parameter SETUP = 3'b001;
parameter ADD = 3'b010;
parameter SHIFT = 3'b011;
parameter DONE = 3'b100;
reg [27:0] bcd_data = 0;
reg[2:0] state = 0;
reg [3:0] sh_counter = 0;
reg [1:0] add_counter = 0;
reg result_rdy = 0;
always @(posedge clk)
    begin
    case(state)
    IDLE:
        begin
            result_rdy <= 0;
            if(en)
            begin
                state<= SETUP;
            end
        end
    SETUP:
        begin
            sh_counter <= 0;
            add_counter <= 0;
            bcd_data <= {16'b0, bin_d_in};
            state <= ADD;
        end
    ADD:
        begin
            case(add_counter)
                0:
                    begin
                    if(bcd_data[15:12] >4 )
                    bcd_data[27:12] <= bcd_data[27:12] +3;
                    add_counter <= add_counter +1;
                    end
                1:
                    begin
                    if(bcd_data[19:16] >4 )
                    bcd_data[27:16] <= bcd_data[27:16] +3;
                    add_counter <= add_counter +1;
                    end
                2:
                    begin
                    if(bcd_data[23:20] >4 )
                    bcd_data[27:20] <= bcd_data[27:20] +3;
                    add_counter <= add_counter +1;
                    end
                3:
                    begin
                    if(bcd_data[27:24] >4 )
                    bcd_data[27:24] <= bcd_data[27:24] +3;
                    add_counter <= 0;
                    state <= SHIFT;
                    end
            endcase
        end
    SHIFT:
        begin
            sh_counter <= sh_counter + 1;
            bcd_data <= bcd_data << 1;
            if(sh_counter == 11)
                begin
                    state<=DONE;
                end
            else
                begin
                    state<= ADD;
                end
        end
    DONE:
        begin
            result_rdy <= 1;
            state <= IDLE;
        end
    default:
        begin
            state<= IDLE;
        end
    endcase
    end
assign bcd_d_out = bcd_data[27:12];
assign rdy = result_rdy;
endmodule
module multisegDriver(
input clk,
input [15:0] bcd_in,
output [3:0] seg_anode,
output [6:0] seg_cathode);
wire [3:0] bcd_val;
anodeGenerator u1 (.clk(clk),.bcd_in(bcd_in), .seg_anode(seg_anode), .bcd_out(bcd_val));
BCDtoSevenSegmentDisplay u2 (.data_in(bcd_val),.seg(seg_cathode) ); 
endmodule
</file>
<file path="flow/run.sh">
#!/bin/bash
# OpenROAD 26Q1-2900-gdf79404cd8, Yosys 0.63+post, stock flow scripts
make -C /OpenROAD-flow-scripts/flow DESIGN_CONFIG=/design/flow/config.mk WORK_HOME=/design/flow/orfs finish
</file>
==> run summary <==
The flow run is done. Listed in order, past its start point the critical path passes clkdlybuf4s50_1. The endpoint of the worst hold path is reported as count[0]. At the end of routability-driven placement, the weighted congestion stood at 0.790.

Per the timing report, the most critical flop-to-flop path originates at count[3]. The worst setup path is captured at an output pin. Fraction of registers with async set/reset landed at 0%. Looking at the reg2reg group, the worst path ends at count[24].

Yosys chip area landed at around 1500 µm². Setup repair after global routing left no endpoint under its margin. Boundary pin count landed at 14.

Routed wirelength normalized by instance count landed at just over 10 µm. Static leakage landed at between 0.5 and 0.6 nW. The area fraction of the largest cell type after synthesis is approximately half. Number of standard cells reported by yosys landed at about 150. Number of logged tool warnings landed at 25. A synthesized cell averages 10.3 µm². After clock tree synthesis, the repair step resized 0 gates. Routed length on met3 landed at between 100 and 150 µm. Number of synthesized register bits landed at 36. In this run, post-CTS hold repair placed 0 buffers. Total routed wirelength landed at 2220 µm.

In this run the standard cell core region covers approximately 4800 µm². The commonest register cell is dfxtp_1. Total of max-cap violations landed at 0.

In the Yosys report, the sequential cells make up around half of the chip area. Count of antenna diodes in the layout landed at 0. Global routing used roughly 9.8% of the available tracks across all layers. Fraction of final layout cells with drive strength greater than 1 landed at around 8.7%. At the worst endpoint, the required time is approximately 5900 ps.

Logic depth along the worst register-to-register path is recorded as 4. TritonCTS built the clock tree. The multi-input combinational cells in the finished layout cover a total of ~630 µm².

The worst VDD IR drop from the latest analysis is roughly 0.071 mV. Among all stages on the critical path, the largest delay is contributed by clkdlybuf4s50_1. In this run the power density over the cells is 214 nW/µm². The skew report gives the latency at the later pin of the worst-skew pair as 280 ps. The total overflow left after global routing is 0.

The floorplan has 25 rows. Worst max-slew margin expressed relative to the limit landed at between 50 and 60%. Post-placement worst setup slack landed at around 5000 ps. Biggest fanout along the worst timing path landed at 7. Number of DRC violations after detailed routing landed at 0. Number of H-tree branching levels landed at 2. In the final report, the number of endpoints failing setup comes to 0. The number of clock buffers added by TritonCTS is 5.

On the worst setup and hold paths after CTS, the clock-pin slew comes to 70 ps. Looking at the setup timing report, the critical path kind is reg2out. Counting the warning lines in the Yosys log gives 1. Layout overhead on the synthesized area landed at 12.0%.

The detail route stage leaves a number of antenna-violating nets equal to 0. Before any placement, the netlist area is recorded as 1500 µm². Filler cell count landed at around 460. The worst setup path is launched from a flip-flop.

In the routed layout, each cell is associated on average with a via count of around 4.4. The run finished with clean final reports. For reference, the final report shows the hold violation count at 0. After layout, the worst path uses approximately 36% of the clock period.

Yosys mapped a number of flops with a built-in enable equal to 0. The number of antenna violations at the first check in global routing came to 0. Across the routed clock network, the largest skew measured is between 4 and 5 ps. At the floorplan stage, the core utilization is reported as between 30% and 40%. Synthesized netlist cell count landed at approximately 150. The iteration count recorded for the first detailed-route pass is 4. Slew at the pin closest to its max-slew limit landed at around 620 ps. The cell sitting at the root of the clock tree is a clkbuf_8. In the final report, the number of pins over their slew limit comes to 0. Critical path arrival landed at roughly 1200 ps.

Buffers added to address setup during post-CTS repair amount to 0. Registers take 721 µm². The type recorded for the worst min-delay path is reg2reg. The routed wirelength on the met1 layer is recorded as ~1100 µm.

Looking at hold timing, the worst path starts from count[0]. Die height landed at between 70 and 80 µm. The clock passes through at most 2 buffers.

Maximum number of pins on one net before global-route repair landed at 19. The setup check on the worst reg-to-reg path leaves a slack of roughly 5700 ps. Final setup slack of the worst path landed at approximately 4700 ps. The largest total area in the synthesized netlist belongs to dfxtp_1. For the final routed database, the setup TNS stands at 0 ps. Largest incremental delay on the critical path landed at approximately 500 ps. Final critical-path required period landed at approximately 2700 ps. In this design, the largest share of critical-path delay is due to buffers and inverters.

Worst path buffer plus inverter count landed at 1. For reference, the top cells by area after synthesis are dfxtp_1 48%, xnor2_1 16%, buf_4 6.0%. Ranked by instance count, the synthesized netlist is headed by 36 x dfxtp_1, 27 x xnor2_1, 13 x nand4_1. Routed signal wires occupy layers up through met4. Count of port buffers added during placement landed at 13. In the placement report, post-DP HPWL is listed as 1500 µm. For this run, the top clock speed supported by timing is 372 MHz. The floorplan step set the die width to a little over 70 µm. Count of distinct cell types in the synthesized netlist landed at 24. Die footprint landed at roughly 5300 µm².

The routed design uses 954 µm of met2 wire. Looking at the gate-level netlist, the highest instance count belongs to dfxtp_1. The number of cells on the worst hold path is listed as 1. Global-route wire length before repair landed at 4020 µm. CTS saw 36 sinks.

For this block, the initial DRC count from the detailed router was 27. Total via count after detailed routing landed at 946. The via count of the first global-routing pass was just over 900.
## registers in the layout, indices dropped and copies added (netlist names)
register / flops
old_b: 1
count: 34
fin: 1
## power breakdown
part | switching, mW | leakage, nW | internal, mW
sequential | 0 | 0.290 | 0.194
combinational | 0 | 0.209 | 0
clock | 0.0654 | 0.0552 | 0.0999
## metrics by stage
step           util, %  hold slack [ps]  power, mW  area, µm²  cells
2_1_floorplan        -              366      0.198       1500    145
3_3_place_gp      33.1              374      0.198       1570    208
3_5_place_dp      33.1              381      0.198       1570    208
4_1_cts           35.3              397      0.365       1680    216
5_1_grt           35.3              420      0.375       1680    216
6_report          35.3              393      0.359       1680    216
## worst max-delay path by stage
stage	startpoint	to	slack, ps	depth (start not counted)
global route	count[23]	bin_cnt[1]	4620	1
CTS	count[23]	bin_cnt[1]	4700	1
finish	count[23]	bin_cnt[1]	4710	1
## per-layer routing
layer	vias to the layer above	track usage, %
li1	485	-
met2	17	15.2
met5	-	0
met1	438	13.4
met3	6	3.50
met4	0	1.74
## cell type report
type / instances / share of cell area [%]
multi-input combinational: 91 / 37.8
tap: 67 / 4.99
sequential: 36 / 42.9
timing repair buffer: 13 / 7.74
clock inverter: 2 / 2.08
clock buffer: 6 / 4.32
inverter: 1 / 0.223
## cell families (layout without fill, tap and decap cells)
| family | Yosys count | in the layout | synth area share, % |
|---|---|---|---|
| and+or+nand+nor | 57 | 57 | 22.2 |
| DFF | 36 | 36 | 48.0 |
| xor gates and xnor gates | 33 | 33 | 19.3 |
| buffers and inverters | 18 | 22 | 9.67 |
| adders and majority gates | 1 | 1 | 0.834 |
## layout by cell type, fill, tap and decap left out
cell type / count
and2_2: 1
and3_1: 7
and3_2: 2
and4_1: 1
and4_2: 2
and4_4: 1
and4bb_1: 1
bufinv_16: 1
clkbuf_1: 1
clkbuf_8: 5
clkdlybuf4s50_1: 13
clkinv_2: 1
dfxtp_1: 36
ha_1: 1
inv_1: 1
nand2_1: 11
nand2b_1: 1
nand3_1: 10
nand4_1: 13
nand4b_1: 1
nor2_1: 3
nor3_1: 3
xnor2_1: 27
xor2_1: 6
Power figures rest on the tool's default switching activity, not on a simulated workload.
