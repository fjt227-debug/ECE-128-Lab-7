==> flow/design.v <==
module UpCounter(clk,reset,count);
input clk, reset;
output reg [11:0] count;
reg [11:0] next_count = 12'd1;
always@(posedge clk)begin
    if(reset)begin
        count<=12'd0;
    end
    else begin
      count<=next_count;  
    end
end
always@(*)begin
    if(count == 12'd4095)
        next_count=12'd0;
    else
        next_count = count + 1;
end
endmodule
==> flow/run.sh <==
#!/bin/bash
# OpenROAD 26Q1-2900-gdf79404cd8, Yosys 0.63+post, stock flow scripts
make -C /OpenROAD-flow-scripts/flow DESIGN_CONFIG=/design/flow/config.mk WORK_HOME=/design/flow/orfs finish
==> flow/config.mk <==
export PLATFORM = sky130hd
export DESIGN_NAME = UpCounter
export DESIGN_NICKNAME = UpCounter
export VERILOG_FILES = /design/flow/design.v
export SDC_FILE = /design/flow/constraint.sdc
export NUM_CORES = 4
export LEC_CHECK = 1
export CORE_AREA = 10 10 75 75
export DIE_AREA = 0 0 85 85
==> flow/constraint.sdc <==
current_design UpCounter

set clk_period 3.3
set clk_io_pct 0.2

create_clock -name clk0 -period $clk_period [get_ports {clk}]

set non_clock_inputs [all_inputs -no_clocks]
set_input_delay [expr $clk_period * $clk_io_pct] -clock clk0 $non_clock_inputs
set_output_delay [expr $clk_period * $clk_io_pct] -clock clk0 [all_outputs]
==> results.cfg <==
; yosys + openroad results
[outcome]
status = complete, no violations

[final_timing]
finalCriticalPeriod_ps = 1870
min_period_over_period_pct = 56.6
worst_slew_pin_slew_ps = 551
grt_setup_unrepaired = false
whs_ps = 468
final.setup.tns_ps = 0
setup_violations = 0
max_slew_margin_pct = 63.2
timing.final.hold_violations = 0
fmax_mhz = 535
fin_max_slew_vios = 0
clock-skew-final_ps = 8.61

[routing]
remaining_drc_errors = 0
detail_route.antenna_diodes = 0
via_per_inst = 3.90
dr.pass1.iters = 4
drt_iter0_drc = 105
antenna_violating_nets_post_route = 0
wl_per_cell_um = 11.0
totalWireLength_mm = 1.38
num_vias = 487

[die]
fp-row-count = 23
placeable_core_region_mm2 = 0.00406
initial_core_util_pct = 13.5
die.size.y_um = 85
chip_area_mm2 = 0.00723
floorplan.io_pins = 14
die_w_um = 85

[run]
max-cap-violations = 0
log.warning_count = 25

[worst_hold_path]
worstHoldPathType = flip-flop to flip-flop
min_delay_path_depth = 1
hold_end = count[0]
hold_path.startpoint = count[0]

[pwr]
power.share.clock_pct = 46.6
p_seq_share_pct = 46.2
cellInternalPower_uw = 270
worst_ir_drop_vdd_v = 0.000166
leakage_uw = 0.000263
total_power_uw = 338
power_switching_share_pct = 20.1
part_of_the_power_in_combinational_logic_pct = 7.2
power_switching_uw = 68.1
power_density_over_the_cells_mw_per_mm2 = 430

[clock_tree]
postCtsSetupBuffers = 0
clkLatencyLatePin_ps = 240
clock_sink_count = 12
cts.reportedPaths.clkPinSlew_ps = 60
cts.root.buffer_cell = sky130_fd_sc_hd__clkbuf_8
cts-hold-fix-buffers = 0
tritoncts = done
cts_max_level = 1
clock_buffer_count_from_cts = 3
cts_repair_resize_count = 0
cts_buffer_depth = 2

[cells_and_area]
max_reg_flops = 12
registers.top_by_ff_count = count
final_layout_size_suffix_gt1_share_pct = 13.3
reg_top3 = count: 12 flops
layout.cells.non_filler = 125
areaGrowthSynthToFinish_pct = 43.1

[yosys]
post_synth_seq_share_pct = 43.7
yosys_area_um2 = 549
synth_async_sr_flop_share_pct = 0
ys_cells = 59
synthMostInstantiatedCell = sky130_fd_sc_hd__dfxtp_1
synth.ff_latch_count = 12
enable_flop_cells = 0
netlist_area_um2 = 549
netlist_top_cells_count = sky130_fd_sc_hd__dfxtp_1 (12), sky130_fd_sc_hd__a21oi_1 (6), sky130_fd_sc_hd__nor2_1 (6)
ys_warns = 1
main_flop_type_after_synthesis = sky130_fd_sc_hd__dfxtp_1
yosysTopAreaCell = sky130_fd_sc_hd__dfxtp_1
synthesis.instances = 59
topCellsByArea = sky130_fd_sc_hd__dfxtp_1 (44%), sky130_fd_sc_hd__a21oi_1 (5.5%), sky130_fd_sc_hd__o41ai_4 (5.0%), sky130_fd_sc_hd__nand3_1 (4.6%), sky130_fd_sc_hd__nor2_1 (4.1%)
post-synth-top-area-fraction_pct = 43.7
post_synth.cell_area_avg_um2 = 9.31
yosysUniqueCellTypes = 22

[placed_design]
numPlacedInstances = 121
routabilityCongestion = 0.741
post-dp-hpwl_mm = 1.05
port-buffer-count = 13

[grt]
grt_first_pass_wirelength_mm = 2.25
gr-usage-all-layers_pct = 3.75
grt_antenna_before_repair = 0
grt_overflow = 0
first_global_vias = 484
pin_count_of_the_biggest_net_entering_global_routing = 12

[setup_path]
arrival_ps = 1210
timing.critical_path.fanout_max = 6
critical_path.reg2reg.endpoint = count[7]
worst-path-buf-inv = 1
slowest_delay_ps = 530
timing.critical_path.cells = clkdlybuf4s50_1
critical_path.top_delay_family = buffers and inverters
ff2ff_path_depth = 4
regToRegStartpoint = count[0]
cp_class = flip-flop to primary output
start_kind = flip-flop
setup.reg_to_reg.worst_slack_ps = 1660
crit_required_ps = 2640
critPathCaptureType = primary output
timing.critical_path.slowest_stage_cell = sky130_fd_sc_hd__clkdlybuf4s50_1
==> through the flow <==
step                util [%]  cell area [um2]  setup WS, ps
floorplan                  -              549          1920
CTS                     19.4              786          1410
detailed placement      18.0              731          1370
global route            19.4              786          1360
finish                  19.4              786          1430
global placement        18.0              731          1420
==> power groups by stage <==
| stage | registers, uW | clock network (uW) | logic [uW] |
|---|---|---|---|
| 6_report | 156 | 158 | 24.3 |
| 5_1_grt | 157 | 168 | 28.2 |
| 4_1_cts | 156 | 161 | 25.4 |
==> layer usage <==
metal  track usage (%)  vias to the layer above  wire length [um]
met2              5.86                       12               623
li1                  -                      249                 -
met5                 0                        -                 0
met3              2.50                        0               134
met1              4.39                      226               618
met4             0.150                        0                 0
==> kinds of logic (layout without fill, tap and decap cells) <==
| family | after synthesis | after routing | share of synthesized area, % |
|---|---|---|---|
| buffers and inverters | 4 | 20 | 4.10 |
| adder cells (fa/ha/maj) | 1 | 1 | 2.28 |
| AND-OR/OR-AND | 15 | 15 | 20.0 |
| flip-flops | 12 | 12 | 43.7 |
| AND/OR/NAND/NOR | 24 | 24 | 25.1 |
| XOR/XNOR | 3 | 3 | 4.78 |
==> area by class of cell <==
class	instances	area (um2)
sequential	12	240
tap	50	62.6
clock buffer	4	55.1
timing repair buffer	13	130
multi-input combinational	43	287
fill	430	3270
inverter	3	11.3
==> worst max path at each step <==
stage / slack, ps / start / cells past startpoint / to
CTS: 1410 / count[2] / 1 / count[2]
global route: 1360 / count[2] / 1 / count[2]
finish: 1430 / count[2] / 1 / count[2]
==> placed cells by master, fill, tap and decap left out <==
cell / count
sky130_fd_sc_hd__clkdlybuf4s50_1: 13
sky130_fd_sc_hd__o21ai_0: 4
sky130_fd_sc_hd__nand4_1: 1
sky130_fd_sc_hd__or4_1: 1
sky130_fd_sc_hd__xor2_1: 2
sky130_fd_sc_hd__nand2_1: 4
sky130_fd_sc_hd__a21oi_2: 1
sky130_fd_sc_hd__o31ai_1: 2
sky130_fd_sc_hd__nand4_2: 1
sky130_fd_sc_hd__xnor2_1: 1
sky130_fd_sc_hd__or4_4: 1
sky130_fd_sc_hd__nand3_1: 5
sky130_fd_sc_hd__or3_1: 2
sky130_fd_sc_hd__ha_1: 1
sky130_fd_sc_hd__dfxtp_1: 12
sky130_fd_sc_hd__nor2_1: 6
sky130_fd_sc_hd__o311ai_0: 1
sky130_fd_sc_hd__a21oi_1: 6
sky130_fd_sc_hd__or4b_1: 1
sky130_fd_sc_hd__o41ai_4: 1
sky130_fd_sc_hd__inv_1: 3
sky130_fd_sc_hd__or3_2: 2
sky130_fd_sc_hd__clkbuf_8: 4
No activity file was given, so power comes from the tool's default toggle rates.
